==> ./design.v <==
`timescale 1ns/1ns
module registerfile32(ra1,ra2,wa,wd,we,clk,rd1,rd2,rst);
input [4:0] ra1,ra2,wa;
input [31:0] wd;
input clk,we,rst;
output [31:0] rd1,rd2;
reg [31:0] regs [0:31];
assign rd1 = regs[ra1];
assign rd2 = regs[ra2];
integer i;
always @(posedge clk) begin
if(rst)begin
	for(i = 0; i < 32; i = i+1) begin
		regs[i] <= 0;
		end
end
else begin 
	if(we) regs[wa] <= wd;
end 
end
endmodule
==> ./run.sh <==
#!/bin/bash
# OpenROAD 26Q1-2900-gdf79404cd8, Yosys 0.63+post, stock flow scripts
make -C /OpenROAD-flow-scripts/flow DESIGN_CONFIG=/design/flow/config.mk WORK_HOME=/design/flow/orfs finish
==> ./config.mk <==
export PLATFORM = sky130hd
export DESIGN_NAME = registerfile32
export DESIGN_NICKNAME = registerfile32
export VERILOG_FILES = /design/flow/design.v
export SDC_FILE = /design/flow/constraint.sdc
export NUM_CORES = 4
export LEC_CHECK = 1
export CORE_UTILIZATION = 30
==> ./constraint.sdc <==
current_design registerfile32

set clk_period 11.5
set clk_io_pct 0.2

create_clock -name clk0 -period $clk_period [get_ports {clk}]

set non_clock_inputs [all_inputs -no_clocks]
set_input_delay [expr $clk_period * $clk_io_pct] -clock clk0 $non_clock_inputs
set_output_delay [expr $clk_period * $clk_io_pct] -clock clk0 [all_outputs]
==> out/results.tsv <==
metric	value	unit
status	complete, no violations	
sequential fraction of the synthesis area	54.5	%
combinational share of power	12.3	%
maximum fanout along the worst path	26	
Chip Area, Yosys	56500	sq um
Post-synth top flop	edfxtp_1	
GRT overflow	0	
met2 Use GR	35.2	%
Cell Count, Final, Fillers Out	7157	
Sw Ratio	25.9	%
H-tree lvl count	3	
Syn Inst Count	4640	
RSZ-0062 raised after global routing	false	
share of layout cells above drive strength 1	8.47	%
Top cell area share	54.5	%
final hold vios	0	
total track usage	22.4	%
Slew HR	34.1	%
Setup Crit Path Kind	primary input to output port	
register area	30700	sq um
Final setup viols	0	
leakage power	24.1	nW
yosys warns	1	
synth top area cells	edfxtp_1, mux2i_1, and2_1	
fp_density	30.3	%
average wire per standard cell	28.7	um
Sw Pwr	0.00230	W
Int Pwr	0.00658	W
TNS Setup	0	ps
vias in the first global route	38900	
vias	38100	
dpl cells	6945	
Period minus WS final	8130	ps
PortBufs	113	
RePlAce Congestion	0.911	
Worst-path clk slew	60	ps
Slew Viols, Final	0	
fmax	0.123	GHz
clock sinks	1024	
HPWL after detailed placement	115000	um
TritonCTS buffer count	105	
Post-CTS Hold Buffers	0	
Post-synth top cells	and2_1, edfxtp_1, mux2i_1, nand2_1, nand3_1	
Distinct cells, synth	31	
MaxCap Viol Count	0	
ys async rst share	0	%
first-pass GRT wire length	289000	um
Chip Width	436	um
busiest grt layer	met2	
io pins	114	
biggest regs	regs x1024	
most flop-heavy register	regs	
Core ar.	186000	sq um
worst min-delay path category	primary input to flip-flop	
Synth top cell by count	and2_1	
initial antenna violation count	15	
ys flops	1024	
Clock Power Share	38.0	%
router iterations before antenna repair	6	
number of standard cells reported by yosys	4640	
die area	190000	sq um
crit start category	primary input	
largest net degree at the start of global routing	85	
Power Total	0.00888	W
WP data required	9200	ps
Arr. time, crit path	5830	ps
sequential power share	49.6	%
max FFs per register	1024	
Worst Hold Depth	3	
Slew @ Worst Pin	985	ps
Comb area	23500	sq um
row cnt	158	
fill count	17900	
Avg Cell Area, Syn	12.2	sq um
Final Cycle Share	70.7	%
post-CTS setup buffer count	0	
Clock Tree Buf Depth	3	
Global Route met1 Usage	24.4	%
synthesized area	56500	sq um
initial drt markers	2728	
Synth area leader	edfxtp_1	
final WL	206000	um
vias per cell	5.33	
# DRC	0	
Area Growth Syn to Fin	11.8	%
maximum vdd ir drop	0.126	mV
CTS tree	yes	
Die H	436	um
post-cts gate resize count	0	
met3 Usage GRT	12.2	%
Post-DRT Antenna Nets	0	
PD cells	141	nW/um^2
number of warnings the tools reported	26	
CP endpoint kind	output port	
Post-synth EDFFs	1024	
Root Driver	clkbuf_16	
## final timing paths
| path | endpoint | start |
|---|---|---|
| min | regs[15][11] | wd[11] |
| max | rd1[9] | ra1[0] |
## area by class of cell
cell class	instances	share of cell area, %
flip-flops and latches	1024	48.7
clock buffers	124	4.34
repair buffers	273	3.91
well taps	2480	4.91
multi-input cells	3168	37.2
diodes	14	0.0555
clock inverters	74	0.919
## cell families (layout without fill, tap and decap cells)
logic type      after synthesis  count (layout)  share of synthesized area, %
compound gates              576             576                          6.95
flops                      1024            1024                          54.5
simple gates               1568            1568                          16.1
other cells                   0              14                             0
buf+inv                     448             471                          4.34
mux                        1024            1024                          18.2
## power by group through the flow
stage     registers (W)  logic, W  clock network, W
5_1_grt         0.00443   0.00115           0.00354
4_1_cts         0.00441   0.00109           0.00342
6_report        0.00441   0.00109           0.00337
## placed cells by master, fill, tap and decap left out, types with 30 or more instances in the layout
master           netlist  layout
a21oi_1              192     192
a22o_1               128     128
a22oi_1              192     192
a31oi_1               64      64
and2_1              1026    1024
buf_4                 76     150
clkbuf_16              0     107
clkdlybuf4s50_1        0     111
clkinv_1               0      34
edfxtp_1            1024    1024
mux2i_1             1024    1024
nand2_1              195     193
nand3_1              193     193
nor2_4                10      30
nor3_1                64      64
or2_2                 34      34
## per-layer routing
metal | up-vias | wire length, um
met3 | 493 | 27000
met1 | 18600 | 69100
met2 | 2208 | 97000
li1 | 16900 | -
met5 | - | 49
met4 | 8 | 12500
## per-stage QoR
| stage | cell area (sq um) | util, % | hold slack [ps] | setup WS [ps] |
|---|---|---|---|---|
| 2_1_floorplan | 56500 | - | 2500 | 5850 |
| 3_3_place_gp | 59800 | 32.1 | 3250 | 3360 |
| 3_5_place_dp | 59800 | 32.1 | 3260 | 3400 |
| 4_1_cts | 63100 | 33.9 | 2460 | 3390 |
| 5_1_grt | 63100 | 33.9 | 2520 | 3400 |
| 6_report | 63100 | 33.9 | 2490 | 3370 |
## worst max-delay path, stage by stage
cell             delay [ps]
clkdlybuf4s50_1         630
nor2b_4                 580
buf_4                   550
buf_4                   450
a22o_1                  190
nor3_1                   50
a31oi_1                 360
nand3_1                 210
clkdlybuf4s50_1         450
Power is estimated from default activity; no workload was simulated.
