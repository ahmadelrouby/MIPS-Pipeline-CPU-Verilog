**./config.mk**
```make
export PLATFORM = sky130hd
export DESIGN_NAME = ROM
export DESIGN_NICKNAME = ROM
export VERILOG_FILES = /design/flow/design.v
export SDC_FILE = /design/flow/constraint.sdc
export NUM_CORES = 4
export LEC_CHECK = 1
export CORE_AREA = 10 10 70 70
export DIE_AREA = 0 0 80 80
```
**./constraint.sdc**
```tcl
current_design ROM

set clk_period 1.2
set clk_io_pct 0.2

create_clock -name clk0 -period $clk_period

set non_clock_inputs [all_inputs -no_clocks]
set_input_delay [expr $clk_period * $clk_io_pct] -clock clk0 $non_clock_inputs
set_output_delay [expr $clk_period * $clk_io_pct] -clock clk0 [all_outputs]
```
**./design.v**
```verilog
`timescale 1ns/1ns
module ROM(adr,dout);
parameter n = 32 ;
parameter m = 32 ;
input [n-1:0]adr;
output [m-1:0]dout;
reg [m-1:0]mem[127:0];
initial begin
        mem[0] = 32'h20100005;  
        mem[4] = 32'h2011000a;  
        mem[8] = 32'h02114020;  
        mem[12] = 32'h02114020;  
        mem[16]= 32'hAE310000;  
        mem[20]= 32'h8E290000;  
        mem[24]= 32'h01095022;  
        mem[28]= 32'h014A5824;  
end
assign dout = mem[adr];
endmodule
```
**./run.sh**
```bash
#!/bin/bash
# OpenROAD 26Q1-2900-gdf79404cd8, Yosys 0.63+post, stock flow scripts
make -C /OpenROAD-flow-scripts/flow DESIGN_CONFIG=/design/flow/config.mk WORK_HOME=/design/flow/orfs finish
```
==> impl_report.txt <==
RUN METRICS
----------------------------------------------------
[Yosys]
  Share of synthesized area occupied by flip-flops and latches ........................ 0%
  Library cell with the largest summed area after synthesis ........................ sky130_fd_sc_hd__buf_4
  Top cells by area ........................ sky130_fd_sc_hd__buf_4, sky130_fd_sc_hd__ha_1, sky130_fd_sc_hd__inv_1, sky130_fd_sc_hd__nand3b_1, sky130_fd_sc_hd__nor3b_1
  Post-synthesis instance area ........................ 245.2 µm²
  Yosys warning total ........................ 1
  Synth Area in XOR/XNOR ........................ 0%
  Most common library cells after synthesis ........................ sky130_fd_sc_hd__buf_4, sky130_fd_sc_hd__inv_1, sky130_fd_sc_hd__ha_1
  Simple-gate share of the synthesized area ........................ 17.35%
  Mean instance size in the synthesized netlist ........................ 7.007 µm²
  Top cell type's share of synthesized area ........................ 61.22%
  Share of synthesized area spent on multiplexers ........................ 0%
  Arithmetic-cell share of the synthesized area counting full adders, half adders and majority gates ........................ 10.20%
  Dominant non-sequential cell family after synthesis ........................ buffers and inverters
  Cell with the most instances after synthesis ........................ sky130_fd_sc_hd__buf_4
  Chip area in the Yosys report ........................ 245.2 µm²
  Synthesized instance count ........................ 35
  Post-synthesis share of cell area spent on and-or and or-and gates ........................ 5.102%
  Unique cell type count in the Yosys netlist ........................ 13
  Number of cells in Yosys stat ........................ 35

[Route]
  Total iterations of the first detailed-routing run ........................ 2
  Drt drc ........................ 0
  Vias ........................ 264
  Routed wirelength normalized by instance count ........................ 9.729 µm
  N_diodes ........................ 0
  Antenna Nets Post-Route ........................ 0
  Vias per inst ........................ 2.467
  Overall routed net length ........................ 1.041 mm
  Starting DRC count in detailed routing ........................ 4

[Floorplan]
  Effective utilization at floorplan ........................ 7.179%
  Core Region ........................ 0.003416 mm²
  Overall die height ........................ 80 µm
  Die Span X ........................ 80 µm
  Number of top-level pins ........................ 64
  Floorplan die area ........................ 0.006400 mm²
  Cell Rows ........................ 21

[Global routing]
  Wire length of the first global-routing pass ........................ 1.269 mm
  Largest net degree at the start of global routing ........................ 7
  Vias in the first global route ........................ 253
  Total track usage ........................ 2.355%
  Overflow after GRT ........................ 0
  Global Route met1 Usage ........................ 3.296%
  Met3 Usage GRT ........................ 0.6818%
  Number of antenna violations at the first check in global routing ........................ 0
  Met2 global-route usage ........................ 3.692%
  Highest-utilization routing layer at the global route stage ........................ met2

[Timing]
  Final Cycle Share ........................ 98.54%
  Final critical delay including setup and external delays ........................ 1.182 ns
  Setup slack of the critical path after layout ........................ 0.01756 ns
  Final Hold Vio Count ........................ 0
  Final number of setup-violating endpoints ........................ 0
  Fmax ........................ 845.7 MHz
  Final Slew Violations ........................ 0

[Worst hold path]
  Classification of the worst-slack hold path ........................ in -> out

[Placement]
  Setup Slack @ Placement ........................ -0.7077 ns
  Half-perimeter wire length after placement ........................ 758.9 µm
  # port buffers ........................ 23
  Routability congestion estimate from global placement ........................ 0.6895

[Power and ir drop]
  Leakage component of the power ........................ 0.4064 nW
  Fraction of power consumed by sequential logic ........................ 0%
  Switching share of total power ........................ 32.05%
  Max IR drop VDD ........................ 0.03345 mV
  Fraction of power consumed by combinational cells ........................ 100.0%
  Relative contribution of the clock network to total power ........................ 0%
  Internal power consumption ........................ 0.00009991 W
  Total power per unit cell area ........................ 244.3 mW/mm²
  Net load switching power ........................ 0.00004713 W

[Setup path]
  Critical path data required time ........................ 0.96 ns
  Launching element type of the critical path ........................ input port
  Signal arrival time at the worst endpoint ........................ 0.94 ns
  Nature of the critical path endpoint ........................ primary output
  Critical-path maximum fanout ........................ 4
  Category of the critical setup timing path ........................ in -> out

[Run]
  Total tool warning count ........................ 63
  Maximum Capacitance Violations ........................ 0

[Finish]
  Fraction of final layout cells sized beyond drive strength 1 ........................ 45.90%
  Clock buf count ........................ 0
  Post-synthesis to final-layout area growth ........................ 145.4%
  Core occupancy in the finished layout ........................ 17.62%
  Flip-flop and latch area ........................ 0 µm²
  Flip-flops ........................ 0
  Fill cell total of the finished layout ........................ 390

[Run status]
  Status ........................ completed

[Clock tree]
  Count of hold buffers inserted by post-cts repair ........................ 0

----------------------------------------------------
==> logic make-up (layout without fill, tap and decap cells) <==
family | after synthesis | after routing
buffers and inverters | 23 | 38
and+or+nand+nor | 7 | 7
adders and majority gates | 2 | 2
AOI/OAI and AO/OA | 2 | 2
other | 1 | 12
==> power by group through the flow <==
| stage | clock network, W | registers (W) | logic (W) |
|---|---|---|---|
| finish | 0 | 0 | 0.000147 |
| global route | 0 | 0 | 0.000166 |
| CTS | 0 | 0 | 0.000138 |
==> critical path, cell delays in order <==
cell                       delay [ns]
sky130_fd_sc_hd__buf_8           0.10
sky130_fd_sc_hd__and3_4          0.17
sky130_fd_sc_hd__buf_4           0.13
sky130_fd_sc_hd__or2_1           0.20
sky130_fd_sc_hd__clkbuf_2        0.10
==> cell usage in the layout (no fill, tap or decap) <==
master / instances
sky130_fd_sc_hd__dlygate4sd2_1: 4
sky130_fd_sc_hd__nor3_4: 1
sky130_fd_sc_hd__buf_6: 6
sky130_fd_sc_hd__buf_2: 5
sky130_fd_sc_hd__clkdlybuf4s15_1: 1
sky130_fd_sc_hd__buf_4: 6
sky130_fd_sc_hd__or2_1: 1
sky130_fd_sc_hd__o21a_1: 1
sky130_fd_sc_hd__inv_4: 1
sky130_fd_sc_hd__and3_4: 1
sky130_fd_sc_hd__a21oi_2: 1
sky130_fd_sc_hd__nand2b_1: 1
sky130_fd_sc_hd__inv_1: 2
sky130_fd_sc_hd__dlymetal6s2s_1: 9
sky130_fd_sc_hd__nand3b_1: 1
sky130_fd_sc_hd__buf_8: 1
sky130_fd_sc_hd__ha_4: 2
sky130_fd_sc_hd__nor2_1: 1
sky130_fd_sc_hd__buf_12: 2
sky130_fd_sc_hd__clkbuf_2: 1
sky130_fd_sc_hd__nor3b_2: 1
sky130_fd_sc_hd__conb_1: 12
==> path summary, 6_finish.rpt <==
path / from / to / slack [ns] / depth (start not counted)
worst max-delay path: adr[2] / dout[2] / 0.02 / 5
worst min-delay path: adr[2] / dout[0] / 0.72 / 3
==> cell type report <==
type / instances / area [µm²] / share of cell area, %
Inverter: 3 / 13.76 / 2.287
Multi-Input combinational cell: 23 / 175.2 / 29.11
Tap cell: 46 / 57.56 / 9.563
Timing Repair Buffer: 35 / 355.3 / 59.04
==> metal layers <==
metal / vias up / wire, µm / part of all wire (%)
met5: - / 0 / 0
met4: 0 / 0 / 0
met3: 0 / 117 / 11
met2: 24 / 413 / 40
met1: 110 / 511 / 49
li1: 130 / - / -
==> stage by stage <==
stage	setup TNS (ns)	cells	instance area [µm²]	power (W)	hold slack (ns)
after detailed placement	-12.27	98	446.7	0.0001195	1.496
after floorplan	0	46	286.5	0.00005695	0.4906
after global placement	-12.11	98	446.7	0.0001200	1.491
after global routing	-0.03430	107	601.8	0.0001662	0.7449
after CTS	-0.9254	103	524.3	0.0001379	0.8560
final	0	107	601.8	0.0001470	0.7248
==> what timing repair did <==
action                                  4_1_cts  5_1_grt
gates resized                                52       19
endpoints found under the setup margin       20       11
pin swaps                                     6        2
setup buffers                                 5        4
Power figures rest on the tool's default switching activity, not on a simulated workload.
