`run.sh`:
```
#!/bin/bash
# OpenROAD 26Q1-2900-gdf79404cd8, Yosys 0.63+post, stock flow scripts
make -C /OpenROAD-flow-scripts/flow DESIGN_CONFIG=/design/flow/config.mk WORK_HOME=/design/flow/orfs finish
```
`config.mk`:
```
export PLATFORM = sky130hd
export DESIGN_NAME = datapath
export DESIGN_NICKNAME = datapath
export VERILOG_FILES = /design/flow/design.v
export SDC_FILE = /design/flow/constraint.sdc
export NUM_CORES = 4
export LEC_CHECK = 1
export CORE_UTILIZATION = 40
```
`constraint.sdc`:
```
current_design datapath

set clk_period 34.4
set clk_io_pct 0.2

create_clock -name clk0 -period $clk_period [get_ports {clk}]

set non_clock_inputs [all_inputs -no_clocks]
set_input_delay [expr $clk_period * $clk_io_pct] -clock clk0 $non_clock_inputs
set_output_delay [expr $clk_period * $clk_io_pct] -clock clk0 [all_outputs]
```
`design.v`:
```
`timescale 1ns/1ns
module alu32(a,b,f,shamt,y,zero);
parameter n = 32;
input [n-1:0] a,b;
input [3:0] f;
input [4:0] shamt;
output reg[n-1:0] y;
output zero;
wire Cout;
wire Cin;
assign Cin = (f == 4'b0001)? 1'b1:1'b0;
wire [n-1:0] adderOut;
assign zero = (y == 0)? 1:0;
always @ (a,b,f,shamt) begin
case(f)
4'b0000:
y = a + b;
4'b0001:
y = a - b;
4'b0010:
y = a & b;
4'b0011:
y = a | b;
4'b0100:
y = a ^ b;
4'b0101:
y = a << shamt;
4'b0110:
y = a >> shamt;
4'b0111:
y = a << shamt;
4'b1000:
y = a >>> shamt;
4'b1001:
y = (a < b)? (1) : (0);
endcase;
end
endmodule
`timescale 1ns/1ns
module datapath( 
   zero_flg, pc, mem_data_addr, data_to_mem, Op, Funct, MemWriteOUT,
   clk, rst, mem_to_reg_ctrl, pc_src_ctrl, alu_src_ctrl, reg_dst_ctrl, branch_ctrl,
   reg_write_en, jump_ctrl, alu_func_ctrl, instr, data_from_mem, mem_write_ctrl
   );
   input          clk;
   input 	      rst;
   input          mem_to_reg_ctrl,mem_write_ctrl,branch_ctrl;
   input 	      pc_src_ctrl;
   input          alu_src_ctrl;
   input          reg_dst_ctrl;
   input          reg_write_en;
   input 	      jump_ctrl;
   input  [3:0]   alu_func_ctrl;
   output         zero_flg;
   output [31:0]  pc;
   input  [31:0]  instr;
   output [31:0]  mem_data_addr, data_to_mem;
   input  [31:0]  data_from_mem;
   output [5:0]   Op, Funct;
   output MemWriteOUT;
   assign MemWriteOUT = MemWriteM;
   wire [31:0] 	 PC_Next_dp;
   wire [31:0] 	 PC_F_dp;
   wire [31:0] 	 PCPlus4_F_dp;
    assign PCPlus4_F_dp = PC_F_dp + 4;
    assign PC_Next_dp = (PCSrcM)? PCBranchM : PCPlus4_F_dp;  
    reg [31:0] PC_Reg;
    assign PC_F_dp = PC_Reg;
    assign pc = PC_Reg;
    reg [31:0] InstrD, PCPlus4D;
    reg [31:0] rf [0:31];
   assign Op = InstrD[31:26];
   assign Funct = InstrD[5:0];
    wire [4:0] A1, A2, Rt_D, Rd_D;
    wire [15:0] Imm_before_D;
    wire [31:0] SignImmD;
    wire [31:0] RD1, RD2;
    assign A1 = InstrD[25:21];
    assign A2 = InstrD[20:16];
    assign Imm_before_D = InstrD[15:0];
    assign Rt_D = InstrD[20:16];
    assign Rd_D = InstrD[15:11];
    assign SignImmD = {{16{Imm_before_D[15]}}, Imm_before_D[15:0]};
    reg RegWriteE, MemtoRegE, MemWriteE, BranchE, ALUSrcE, RegDstE;
    reg [3:0] ALUControlE;
    reg [31:0] RD1_E, RD2_E, SignImmE, PCPlus4E;
    reg [4:0] Rt_E, Rd_E, Rs_E;
    wire   ZFlag_E_dp;
    wire [31:0] srcAE, srcBE, shifted_Immediate_E, PCBranchE, ALU_Result;
    wire [4:0] WriteRegE;
    reg [31:0] srcA_after1, srcB_after1, writeDataE;
    assign srcAE = RD1_E;
    assign srcBE = (ALUSrcE)? SignImmE : srcB_after1;
    assign shifted_Immediate_E = (SignImmE << 2);
    assign PCBranchE = shifted_Immediate_E + PCPlus4E;
    assign WriteRegE = (RegDstE)? Rd_E : Rt_E;
    always@(*) begin 
    case(forwardaE)  
    2'b00:  srcA_after1 <= srcAE;
    2'b01:  srcA_after1 <= ResultW;
    2'b10:  srcA_after1 <= ALUOutM;
    endcase
    case(forwardbE)  
    2'b00:  begin 
    srcB_after1 <= RD2_E;
    writeDataE <= RD2_E;
    end 
    2'b01: begin
    srcB_after1 <= ResultW;
    writeDataE <= ResultW;
    end 
    2'b10: begin
    srcB_after1 <= ALUOutM;
    writeDataE <= ALUOutM;
    end 
    endcase
    end 
    alu32 alu(.a(srcA_after1),.b(srcBE),.f(ALUControlE),.shamt(5'b0),.y(ALU_Result),.zero(ZFlag_E_dp));
    reg RegWriteM, MemtoRegM, MemWriteM, BranchM, ZeroM;
    reg [31:0] ALUOutM, WriteDataM, PCBranchM;
    reg [4:0] WriteRegM;
    wire PCSrcM;
    assign mem_data_addr =  ALUOutM;
    assign data_to_mem = (WriteRegM == WriteRegW)? ResultW : WriteDataM;
    assign PCSrcM = (BranchM & ZeroM);
    reg RegWriteW, MemtoRegW;
    reg [31:0] ALUOutW, ReadDataW;
    reg [4:0] WriteRegW;
    wire [31:0] ResultW;
    assign ResultW = (MemtoRegW) ? ReadDataW : ALUOutW;
    wire [1:0] forwardaE, forwardbE;
    wire stallF, stallD, flushE;
    hazard hz(
    .rsD(A1), .rtD(Rt_D), .rsE(Rs_E), .rtE(Rt_E),
    .writeregM(WriteRegM), .writeregW(WriteRegW),
    .regwriteM(RegWriteM), .regwriteW(RegWriteW), .regwriteE(RegWriteE),
    .memtoregE(MemtoRegE),
    .forwardaE(forwardaE), .forwardbE(forwardbE),
    .stallF(stallF), .stallD(stallD), .flushE(flushE)
    );
    reg[31:0] rd1_reg, rd2_reg;
        integer i;
    always @(negedge clk) begin 
    if(rst) begin 
     for (i = 0 ; i < 31; i = i + 1)
        rf[i] <= 0;
    end
    else begin 
     if (RegWriteW) begin 
        rf[WriteRegW] <= ResultW;
        end 
    end 
    end 
    always @(posedge clk)begin
    if(rst)begin
     PC_Reg <= 0;
     InstrD <= 0 ;
     PCPlus4D <= 0 ;
     RegWriteE <= 0 ;
     MemtoRegE <= 0 ;
     MemWriteE<= 0 ;
     BranchE<= 0 ;
     ALUSrcE<= 0 ;
     RegDstE<= 0 ;
     ALUControlE<= 0 ;
     RD1_E<= 0 ;
     RD2_E<= 0 ;
     SignImmE<= 0 ;
     PCPlus4E<= 0 ;
     Rt_E<= 0 ;
     Rd_E<= 0 ;
     Rs_E <= 0;
     RegWriteM <= 0 ;
     MemtoRegM<= 0 ;
     MemWriteM<= 0 ;
     BranchM<= 0 ;
     ZeroM<= 0 ;
     ALUOutM<= 0 ;
     WriteDataM<= 0 ;
     PCBranchM<= 0 ;
     WriteRegM<= 0 ;
     RegWriteW <= 0 ;
     MemtoRegW <= 0 ;
     ALUOutW <= 0 ; 
     ReadDataW <= 0 ;
     WriteRegW <= 0 ;
   end
    else begin 
    if(!stallF) begin 
     PC_Reg <= PC_Next_dp;
     end 
    if(!stallD) begin 
     InstrD <= instr ;
     PCPlus4D <= PCPlus4_F_dp ;
    end 
    if(!flushE) begin 
     RegWriteE <= reg_write_en ;
     MemtoRegE <= mem_to_reg_ctrl ;
     MemWriteE<= mem_write_ctrl ;
     BranchE<= branch_ctrl ;
     ALUSrcE<= alu_src_ctrl ;
     RegDstE<= reg_dst_ctrl ;
     ALUControlE<= alu_func_ctrl ;
     SignImmE<= SignImmD ;
     PCPlus4E<= PCPlus4D ;
     Rt_E  <= Rt_D ;
     Rd_E  <= Rd_D ;
     Rs_E  <= A1 ;
     RD1_E <= rf[A1] ;
     RD2_E <= rf[A2];
     end 
     else begin 
     RegWriteE <= 0 ;
     MemtoRegE <= 0 ;
     MemWriteE<= 0 ;
     BranchE<= 0 ;
     ALUSrcE<= 0 ;
     RegDstE<= 0 ;
     ALUControlE<= 0 ;
     RD1_E<= 0 ;
     RD2_E<= 0 ;
     SignImmE<= 0 ;
     PCPlus4E<= 0 ;
     Rt_E<= 0 ;
     Rd_E<= 0 ;
     Rs_E <= 0;
     end 
     RegWriteM <= RegWriteE ;
     MemtoRegM<= MemtoRegE ;
     MemWriteM<= MemWriteE ;
     BranchM<= BranchE ;
     ZeroM<= ZFlag_E_dp ;
     ALUOutM<= ALU_Result ;
     WriteDataM<= writeDataE ;
     PCBranchM<= PCBranchE ;
     WriteRegM<= WriteRegE ;
     RegWriteW <= RegWriteM ;
     MemtoRegW <= MemtoRegM ;
     ALUOutW <= ALUOutM ; 
     ReadDataW <= data_from_mem ;
     WriteRegW <= WriteRegM ;
    end 
    end
endmodule  
`timescale 1ns/1ns
module hazard(
input [4:0] rsD, rtD, rsE, rtE,
input [4:0] writeregM, writeregW,
input regwriteM, regwriteW, regwriteE,
input memtoregE,
output reg [1:0] forwardaE, forwardbE,
output reg stallF, stallD, flushE
);
always @(*) begin 
    forwardaE <= 0;
    forwardbE <= 0;
         stallF <=        (memtoregE && ((rtE==rsD)||(rtE==rtD)) && regwriteE);
         stallD <=        (memtoregE && ((rtE==rsD)||(rtE==rtD)) && regwriteE);
         flushE <=        (memtoregE && ((rtE==rsD)||(rtE==rtD)) && regwriteE);
        if ((rsE != 0) && regwriteM && (writeregM == rsE))
                forwardaE <= 2'b10;
        else if((rsE != 0)&&regwriteW && (writeregW == rsE))
                forwardaE <= 2'b01;
        if((rsE != 0) && regwriteM && (writeregM == rtE))
                forwardbE <= 2'b10;
        else if((rsE != 0) && regwriteW && (writeregW == rtE))
                forwardbE <= 2'b01;
end 
endmodule
```
==> flow_metrics.tcl <==
# place-and-route summary
set metrics [dict create \
    io_buffer_count 184 \
    netlist_instances 5926 \
    hp-class "reg -> reg" \
    logic_family "multiplexers" \
    outcome "finished, final reports clean" \
    maxCapViolCount 0 \
    yosys_warnings 4 \
    synth_area_um2 74300 \
    finalSetupTns_ns 0 \
    critical-path-top-delay-family "buffers and inverters" \
    unclocked_regs 96 \
    drive_above_1_share 0.167 \
    synth.top_cells.by_count "1288 x nor2_1, 1024 x edfxtp_1, 639 x mux4_2" \
    final_hold_viol_count 0 \
    fin_skew_ns 0.0820 \
    synth_stat.cells 5926 \
    grt_antenna_before_repair 2 \
    antenna_cells 0 \
    dp_cells 8287 \
    critPathMaxFanout 55 \
    yosys.area.top_type_share 0.414 \
    drc 0 \
    xor_area_frac 0.0111 \
    wl_um 237000 \
    grt.total_usage 0.275 \
    cts-buffers-inserted 157 \
    p_leak_nw 34.8 \
    max_slew_margin 0.419 \
    grt_pass1_wl_um 347000 \
    cts_root_buf "clkbuf_16" \
    drt_pass1_iterations 9 \
    area_leaders "edfxtp_1 41%, mux4_2 19%, dfxtp_1 11%" \
    p_per_area_nw_per_um2 52.0 \
    tightest_slew_ns 0.867 \
    aoi_share 0.0574 \
    final_antenna_net_count 0 \
    simple_gate_share 0.115 \
    drt_iter0_markers 3059 \
    pin_count 188 \
    h-tree-depth 4 \
    cts_resized 0 \
    num_vias 52600 \
    gp_congestion 0.943 \
    postSynthAreaPerCell_um2 12.5 \
    fp-row-count 157 \
    cp_common_cell "buf_4" \
    dp.final_hpwl_um 145000 \
    max-vdd-ir-drop_v 0.0000381 \
    cp.required_ns 17.64 \
    ys_chip_area_um2 74300 \
    clock.latency.late_pin_ns 0.81 \
    drv_slew 0 \
    grt_overflow_total 0 \
    grt_max_degree 76 \
    adder_share 0.0235 \
    cp-end-kind "flip-flop" \
    viasPerCell 5.48 \
    edf_count 1024 \
    path_cells "buf_8 > nor2b_1 > nor3b_1 > buf_4 > nand2_1 > buf_4 > nand2b_2 > buf_4" \
    coreArea_um2 184000 \
    synth_flop_count 1525 \
    untimed_endpoints 96 \
    synthArstFlopShare 0 \
    avgRoutedWirePerCell_um 24.7 \
    synth_cell_types 86 \
    top_cell "nor2_1" \
    die_y_um 433 \
    yosys.area.top_type "edfxtp_1" \
    cp_slowest_cell "nand2b_2" \
    clkTransAtPathRegs_ns 0.06 \
    first_global_vias 56100 \
    synthMuxAreaShare 0.215 \
    cp.arrival_ns 10.02 \
    criticalPathCategory "in -> reg" \
    warnings 1102 \
    rsz0062_at_grt "no" \
    post_cts_buffers 0 \
    cts_max_path_buffers 3 \
    syn_to_final_growth_pct 19.0 \
    setup_viol 0 \
    stdcell_count 9592 \
    max_stage_delay_ns 0.64 \
    hold_buffers 0 \
    die_area_um2 188000 \
    flop_cell "edfxtp_1" \
    cp-start-kind "input port" \
    die_w_um 433 \
    cts_tree "done" \
    critPathBufInv 4 \
    fp_util 0.404 \
]
power by group:
group,leakage [nW],internal (mW),total (mW),switching [mW]
Sequential,14.6,1.92,1.97,0.0462
Clock,8.06,1.15,2.15,1.00
Combinational,12.1,0.208,0.482,0.274
sequential cells by signal, indices dropped and copies added, names as in the netlist, 4 cells and up:
signal       count
ALUControlE      4
ALUOutM         32
ALUOutW         32
InstrD          32
PCBranchM       32
PCPlus4D        32
PCPlus4E        32
PC_Reg          32
RD1_E           32
RD2_E           32
ReadDataW       32
Rs_E             5
Rt_E             5
SignImmE        16
WriteDataM      32
WriteRegM        5
WriteRegW        5
alu.y           32
rf            1024
srcA_after1     32
writeDataE      32
kinds of logic (layout without fill, tap and decap cells):
kind of cell | Yosys count | after routing
latches | 96 | 96
simple gates | 2000 | 2000
fa+ha+maj | 138 | 138
other cells | 1 | 65
compound gates | 683 | 683
mux | 794 | 794
buf+inv | 691 | 1829
flops | 1429 | 1429
xor+xnor | 94 | 94
cell usage in the layout, fill, tap and decap left out, drive strengths merged, types with 27 or more instances in the layout:
cell | netlist | routed
nor3 | 34 | 34
o21ai | 182 | 182
nor2 | 1288 | 1288
and2 | 75 | 75
nand2b | 42 | 42
mux2i | 151 | 151
nand3 | 48 | 48
inv | 163 | 1227
nor2b | 144 | 144
nand2 | 273 | 273
clkdlybuf4s50 | 0 | 183
a211oi | 55 | 55
edfxtp | 1024 | 1024
mux4 | 639 | 639
dfxtp | 405 | 405
conb | 1 | 65
clkbuf | 436 | 183
o211ai | 31 | 31
xnor2 | 67 | 67
dlxtn | 96 | 96
a21o | 31 | 31
a21oi | 229 | 229
xor2 | 27 | 27
ha | 135 | 135
buf | 91 | 177
worst paths after layout:
kind	startpoint	endpoint	slack (ns)	cells past startpoint
worst max register to register	WriteRegW[3]$_SDFF_PP0_	rf[16][5]$_SDFFCE_NN0P_	13.58	5
worst max-delay path	rst	rf[16][5]$_SDFFCE_NN0P_	7.62	8
worst min register to register	MemtoRegM$_SDFF_PP0_	MemtoRegW$_SDFF_PP0_	0.44	1
worst min-delay path	MemtoRegM$_SDFF_PP0_	MemtoRegW$_SDFF_PP0_	0.44	1
metrics by stage:
stage	power [mW]	hold slack, ns	util	setup WS, ns	area (µm²)
after floorplan	2.46	0.414	-	8.17	74600
after global placement	2.64	0.419	0.432	7.09	79400
after detailed placement	2.65	0.421	0.432	7.04	79400
after CTS	4.65	0.440	0.481	7.83	88500
after global routing	4.85	0.445	0.481	7.64	88500
final	4.60	0.439	0.481	7.62	88500
final cells by class:
cell class,count,area [µm²]
fillers,15600,95400
repair buffers,360,3190
inverters,163,612
multi-input cells,3774,32200
well taps,2464,3080
clock inverters,1123,4740
clock buffers,183,4290
flip-flops and latches,1525,40300
per-layer routing:
layer,vias up,global-route usage,routed length (µm)
li1,23800,-,-
met1,25200,0.310,80200
met2,3045,0.404,111000
met3,470,0.201,37200
met4,12,0.0996,8480
met5,-,0.0146,368
Power figures rest on the tool's default switching activity, not on a simulated workload.
